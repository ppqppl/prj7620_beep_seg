==> design.v <==
module buy (
    input   wire            clk         ,
    input   wire            rstn        ,
    input   wire    [3:0]   flag        ,
	input   wire 	[2:0]	key			,
	output  wire			flag_buy	,
    output  reg     [2:0]   flag_beep   ,            
	output	reg 	[3:0] 	led_value	,			 
	output 	reg 	[6:0] 	price_put	,			 
	output 	reg 	[6:0] 	price_need	,			 
	output 	reg 	[6:0] 	price_out				 
);
parameter	P1 = 7'd5 ;
parameter	P2 = 7'd15;
parameter	P3 = 7'd24;
parameter	P4 = 7'd30;
reg 	[1 :0] 	price_tmp			   ;	 
parameter MAX_TIME = 28'd100_000_000;	 
reg 	[27:0] 	cnt_time 			   ;    
reg 				flag_can_operation   ;	 
reg 				flag_is_retreat_end  ;	 
wire				flag_is_retreat      ;	 
wire				flag_price_is_enough ;	 
reg	[6:0] 	price_put_last       ;	 
reg   flag1;	 
reg   flag2;	 
reg   flag3;
always @(posedge clk,negedge rstn) begin
	if(!rstn)begin
		cnt_time <= 28'd0;           
		flag_can_operation <= 1'b1 ; 
		flag_is_retreat_end <= 1'b0; 
	end
	else begin
		if (flag_is_retreat) begin      
			cnt_time <= MAX_TIME;        
			flag_can_operation <= 1'b0 ; 
			flag_is_retreat_end <= 1'b0; 
		end
		else if(cnt_time > 28'd1) begin  
			cnt_time <= cnt_time - 28'd1; 
			flag_can_operation <= 1'b0;   
			flag_is_retreat_end <= 1'b0;  
		end
		else if(cnt_time == 28'd1) begin 
			cnt_time <= 28'd0;            
			flag_can_operation <= 1'b1;   
			flag_is_retreat_end <= 1'b1;  
		end
		else begin
			cnt_time <= cnt_time;
			flag_can_operation <= flag_can_operation;
			flag_is_retreat_end <= 1'b0;
		end
	end
end
always@(posedge clk,negedge rstn)begin
	if(!rstn)begin
		price_put_last<=7'd0; 
	end
	else if(flag_can_operation) begin 
		if(price_put_last>=7'd100 || flag_is_retreat) begin 
			price_put_last<=7'd0;
		end
		else begin
			if(flag[1] || key[2]) 
				price_put_last<=price_put_last+7'd10;
			else if(flag[0] || key[1]) 
				price_put_last<=price_put_last+7'd5;
			else if(flag[3]) begin
				price_put_last <= price_put_last + 7'd1;
			end
			else	
				price_put_last<=price_put_last;
		end
	end
	else begin
		price_put<=price_put;
	end
end
always @(posedge clk,negedge rstn) begin
	if(!rstn)begin
		price_put<=7'd0;
	end
	else if(!flag_can_operation) 
		price_put <= price_put; 
	else 
		price_put <= price_put_last; 
end
always @(posedge clk or negedge rstn) begin
    if(!rstn) begin
        price_tmp <= 2'b00;
    end
	else if(flag_can_operation) begin 
        if((flag[2] || key[0]) && !price_put) begin
            price_tmp <= price_tmp + 1'b1;
        end
        else begin
            price_tmp <= price_tmp;
        end 
    end
	else begin
		price_tmp <= price_tmp;	
	end 
end
always@(posedge clk,negedge rstn)begin
	if(!rstn)
		price_need<=P1;
	else
		case(price_tmp)
			2'b00 : price_need<=P1;
			2'b01 : price_need<=P2;
			2'b10 : price_need<=P3;
			2'b11 : price_need<=P4;
			default:price_need<=P1;
		endcase 
end
always @(posedge clk,negedge rstn) begin
	if(!rstn)begin
		price_out <= 7'd0; 
	end
	else if(flag_is_retreat_end) begin
	 	price_out =7'd0 ;
	end	
	else if(flag_is_retreat) begin 
		price_out <= price_put_last >= price_need ? price_put_last - price_need : price_put_last ;
	end
	else begin
		price_out <= price_out;
	end
end
always @(posedge clk,negedge rstn) begin
	if(!rstn)
		led_value <= 4'd1;
	else if(flag_is_retreat)begin 
		led_value <= price_put_last >= price_need ? 4'd6 : 4'd7 ; 
	end
	else if(flag_can_operation)begin
		case(price_tmp)
			2'b00 : led_value <= 4'd2;
			2'b01 : led_value <= 4'd3;
			2'b10 : led_value <= 4'd4;
			2'b11 : led_value <= 4'd5;
			default:led_value <= 4'd2;
		endcase
	end
	else 
		led_value <= led_value;
end
assign flag_price_is_enough = price_put_last >= price_need; 
assign flag_is_retreat = flag_price_is_enough || (price_put && (key[0] || flag[2])); 
assign flag_buy = flag_price_is_enough;		 
endmodule  
==> run.sh <==
#!/bin/bash
# OpenROAD 26Q1-2900-gdf79404cd8, Yosys 0.63+post, stock flow scripts
make -C /OpenROAD-flow-scripts/flow DESIGN_CONFIG=/design/flow/config.mk WORK_HOME=/design/flow/orfs finish
==> config.mk <==
export PLATFORM = sky130hd
export DESIGN_NAME = buy
export DESIGN_NICKNAME = buy
export VERILOG_FILES = /design/flow/design.v
export SDC_FILE = /design/flow/constraint.sdc
export NUM_CORES = 4
export LEC_CHECK = 1
export CORE_UTILIZATION = 30
==> constraint.sdc <==
current_design buy

set clk_period 6.3
set clk_io_pct 0.2

create_clock -name clk0 -period $clk_period [get_ports {clk}]

set non_clock_inputs [all_inputs -no_clocks]
set_input_delay [expr $clk_period * $clk_io_pct] -clock clk0 $non_clock_inputs
set_output_delay [expr $clk_period * $clk_io_pct] -clock clk0 [all_outputs]
==> run notes <==
Implementation results.

The antenna violation net count after detailed routing is 0. The cell total in the yosys stat output is 293. Per the OpenROAD floorplan log, the area of the core is 8680 um2. The buffers inserted during post-CTS setup optimization is 0. The count of vias placed by the detailed router is 2094. The number of antenna violations at the first check in global routing came to 0. The sequential cell fraction of total power is 60.2%. The end-of-flow timing check tallies setup violations at 0.

The synthesized design spends more area on one cell type than any other, namely sky130_fd_sc_hd__dfrtp_1. The endpoint arrival time on the critical path is 2.48 ns. Once iteration 0 of detailed routing completed, the report listed 112 DRC markers. The total routing resource utilization after global routing is 11.6%. In the routed netlist, the antenna diode instances number 0.

According to the hold report, the worst path is of the flip-flop to flip-flop type. The filler-free cell count of the finished design is 418. The most used routing layer in global routing is met2. The residual overflow from global routing is 0. The sequential-to-total area share from yosys stat is 43.9%. In the routed layout, each cell is associated on average with a via count of 5.01. The number of library cell types mapped by synthesis is 41.

The largest net degree at the start of global routing is 48. The mapped netlist covers 2690 um2. The worst setup path category is flip-flop to primary output. The run finished with clean final reports. Once detailed placement completed, the half-perimeter wirelength came to 3660 um. After synthesis, the cell types taking the most area are sky130_fd_sc_hd__dfrtp_1, sky130_fd_sc_hd__a21oi_1, sky130_fd_sc_hd__buf_4. The CTS tree is yes. The clock H-tree reported by CTS has 2 levels. The logs give a warning total of 33. The switching power summed over all nets is 0.106 mW.

The met3 track utilization from global routing is 1.99%. The internal portion of total power is 0.395 mW. The worst setup path is captured at a primary output. The worst register-to-register path has a setup slack of 3.52 ns. The flow reports that the clock network draws 37.0% of the design power. The global routing report lists met1 layer usage as 17.3%. The number of ports placed on the die boundary is 38.

Looking at the worst setup and hold paths, the clock pins of their registers show a slew of 0.09 ns. The number of warnings issued by yosys is 18. The count of cells resized by post-cts repair is 0. The fraction of final layout cells sized beyond drive strength 1 is 7.42%. The setup total negative slack is 0 ns. Combinational cells account for 2.9% of the total power. Per the synth log, the flip-flop and latch total comes to 47.

In this run, synthesis inferred 0 flip-flops with an integrated enable. The routability congestion estimate from global placement is 0.818. The number of global-route vias before repair came to 1961. In this run the full chip footprint comes out at 9340 um2.

The die is 96.7 um tall. The DRC violation count after routing is 0. For this design the static power due to leakage is 1.48 nW. The buffer_ports step reported a buffer count of 17. The wire length of the first global-routing pass is 9090 um. The total instance count after detailed placement is 410. The area overhead of the layout relative to synthesis is 11.5%. The actual transition at the worst max-transition pin is 0.707 ns.

In the post-route report, total wirelength is listed as 5240 um. The top cell type by area accounts for 41.9% of the synthesized area. Per the skew report, the later register of the worst-skew pair sees a clock latency of 0.29 ns.

The data required time at the worst endpoint is 5.04 ns. A synthesized cell averages 9.17 um2. The first detailed-routing pass ran for 4 iterations. In the synthesized netlist, the number of instances is 293. The total of hold buffers inserted after clock tree synthesis is 0. After floorplanning, the core was divided into 34 placement rows. The most frequent cell after synthesis is sky130_fd_sc_hd__dfrtp_1. Looking at the clock tree report, the maximum root-to-sink buffer count equals 2. The clock drives 47 sinks. Of the total power, the share spent switching nets is 21.1%.

Max fanout on the critical path was recorded as 17. The relative slew slack is 52.6%. The minimum clock period is 3.74 ns. Setup repair after global routing left no endpoint under its margin. For this run, global-route usage on met2 was measured as 18.6%. The most frequently used flop master after synthesis is sky130_fd_sc_hd__dfrtp_1. Per the OpenROAD floorplan log, the width of the die is 96.7 um. The final timing report lists clock skew as 0.00756 ns. The final timing report lists a max-slew violation count of 0. The total CTS buffers is 5. Across the run, the number of max-cap violations was 0. The category of the worst setup path launch point is a flip-flop. Looking at the VDD voltage map, the peak drop is 0.0688 mV. The initial utilization of the core area, before any placement, comes to 31.0%. TritonRoute output was used to compute an average wire per cell of 12.5 um. Dividing total power by cell area gives a power density of 167 nW/um2. The post-route clock period utilization is 59.3%. Sorting the synthesized cells by how often they occur yields sky130_fd_sc_hd__dfrtp_1, sky130_fd_sc_hd__nor2_1, sky130_fd_sc_hd__a21oi_1.

The final timing report lists a hold violation count of 0. The yosys synthesis chip area is 2690 um2. The tree is rooted in a sky130_fd_sc_hd__clkbuf_8. The fmax is 268 MHz.

Per the synth stats, the proportion of register bits with asynchronous set or reset is 100%.
## metal layers
metal / up-vias / wire, um
li1: 1052 / -
met1: 990 / 2550
met2: 47 / 2390
met3: 5 / 244
met4: 0 / 57
met5: - / 0
## layout by cell type, fill, tap and decap left out, types with 11 or more instances in the layout
cell type and count:
sky130_fd_sc_hd__nor3_1 21, sky130_fd_sc_hd__xnor2_1 14, sky130_fd_sc_hd__nor2_1 31, sky130_fd_sc_hd__a21oi_1 29, sky130_fd_sc_hd__conb_1 18, sky130_fd_sc_hd__clkdlybuf4s50_1 16
sky130_fd_sc_hd__o21ai_0 13, sky130_fd_sc_hd__or3_1 11, sky130_fd_sc_hd__dfrtp_1 45
## power by group through the flow
stage         registers [mW]  logic, mW  clock network [mW]
global route           0.301     0.0172               0.205
CTS                    0.301     0.0152               0.195
finish                 0.301     0.0143               0.185
## logic make-up after synthesis
group	share of synthesized area, %
buf+inv	7.54
simple gates	22.9
xor+xnor	6.84
fa+ha+maj	4.19
other cells	0.279
compound gates	14.4
flops	43.9
## final timing paths
path                                   start            to  depth (start not counted)
hold reg to reg                 led_value[1]  led_value[1]                          1
min in group asynchronous               rstn  price_out[3]                          2
setup reg to reg           price_put_last[1]  cnt_time[23]                          8
hold / removal                  led_value[1]  led_value[1]                          1
setup / recovery           price_put_last[1]      flag_buy                          6
max in group asynchronous               rstn  cnt_time[18]                          2
## area by class of cell
cell class | instances | area [um2]
clock buffers | 7 | 86.3
clock inverters | 1 | 5.00
fillers | 880 | 5680
inverters | 9 | 33.8
multi-input cells | 226 | 1370
flip-flops and latches | 47 | 1180
well taps | 108 | 135
repair buffers | 20 | 188
## flip-flops by register name, summed over array words and instances, names as in the netlist
signal / count
price_out: 7
flag_can_operation: 1
led_value: 3
cnt_time: 28
price_put_last: 7
flag_is_retreat_end: 1
## critical path, cell delays in order (launching register included)
cell and delay (ns):
sky130_fd_sc_hd__dfrtp_1 0.44, sky130_fd_sc_hd__inv_1 0.16, sky130_fd_sc_hd__ha_1 0.24, sky130_fd_sc_hd__a2111o_1 0.42, sky130_fd_sc_hd__nor3_2 0.20, sky130_fd_sc_hd__inv_1 0.25
sky130_fd_sc_hd__clkdlybuf4s50_1 0.48
## stage by stage
stage / worst slack [ns] / area, um2 / hold slack, ns / total power [mW] / utilization [%]
floorplan: 3.42 / 2750 / 0.412 / 0.319 / -
global placement: 2.88 / 2910 / 0.459 / 0.323 / 33.5
detailed placement: 2.86 / 2910 / 0.474 / 0.323 / 33.5
CTS: 2.53 / 3000 / 0.494 / 0.511 / 34.5
finish: 2.56 / 3000 / 0.485 / 0.501 / 34.5
global route: 2.41 / 3000 / 0.507 / 0.524 / 34.5
Power and IR drop assume default switching activity.
